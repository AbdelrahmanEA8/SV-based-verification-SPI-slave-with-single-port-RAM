===== flow/config.mk =====
export PLATFORM = sky130hd
export DESIGN_NAME = SPI_Wrapper
export DESIGN_NICKNAME = SPI_Wrapper
export VERILOG_FILES = /design/flow/design.v
export SDC_FILE = /design/flow/constraint.sdc
export NUM_CORES = 4
export LEC_CHECK = 1
export CORE_UTILIZATION = 30

===== flow/run.sh =====
#!/bin/bash
# OpenROAD 26Q1-2900-gdf79404cd8, Yosys 0.63+post, stock flow scripts
make -C /OpenROAD-flow-scripts/flow DESIGN_CONFIG=/design/flow/config.mk WORK_HOME=/design/flow/orfs finish

===== flow/design.v =====
module RAM #(
    parameter MEM_DEPTH = 256,
              MEM_WIDTH = 8
)(
    input   [MEM_WIDTH+1:0]     din,
    input                       rx_valid,
    input                       clk,
    input                       rst_n,
    output reg [MEM_WIDTH-1:0]  dout,
    output reg                  tx_valid
);
    reg [MEM_WIDTH-1:0] MEM [0:MEM_DEPTH-1];
    reg [MEM_WIDTH-1:0] ADDR;
    always @(posedge clk or negedge rst_n) begin
        if (!rst_n) begin
            dout <= 8'b0;
            tx_valid <= 1'b0;
            ADDR <= 8'b0;
        end else begin
            if (rx_valid) begin
                case (din[9:8])
                    2'b00: begin 
                        ADDR <= din[MEM_WIDTH-1:0];
                        tx_valid <= 1'b0;
                    end
                    2'b01: begin 
                        MEM[ADDR] <= din[MEM_WIDTH-1:0];
                        tx_valid <= 1'b0;
                    end
                    2'b10: begin 
                        ADDR <= din[MEM_WIDTH-1:0];
                        tx_valid <= 1'b0;
                    end
                    2'b11: begin 
                        dout <= MEM[ADDR];
                        tx_valid <= 1'b1;
                    end
                endcase
            end else begin
                tx_valid <= 1'b0;
            end
        end
    end
endmodule
module SPI_SLAVE (
    input           MOSI,
    input           SS_n,
    input           clk,
    input           rst_n,
    input           tx_valid,
    input   [7:0]   tx_data,
    output reg        MISO,
    output reg        rx_valid,
    output reg [9:0]  rx_data
);
    parameter DATA_WIDTH = 8;
    parameter IDLE      = 3'b000;
    parameter CHK_CMD   = 3'b001;
    parameter WRITE     = 3'b010;
    parameter READ_ADD  = 3'b011;
    parameter READ_DATA = 3'b100;
    reg [$clog2(DATA_WIDTH)-1:0]  ns;
    reg [$clog2(DATA_WIDTH)-1:0]  cs;
    reg [DATA_WIDTH+1:0]         shift_reg;
    reg                          PREV_Read_ADD;
    integer                      counter_1;
    always @(posedge clk or negedge rst_n) begin
        if (!rst_n) begin
            cs <= IDLE;
        end 
        else begin
            cs <= ns;
        end
    end
    always @(*) begin
        ns = cs;
        case (cs)
            IDLE: begin
                if (!SS_n) begin
                    ns = CHK_CMD;
                end
            end
            CHK_CMD: begin
                if (SS_n) begin
                    ns = IDLE;
                end else if (!MOSI) begin
                    ns = WRITE;
                end else begin
                    ns = PREV_Read_ADD ? READ_DATA : READ_ADD;
                end
            end
            WRITE, READ_ADD, READ_DATA: begin
                if (SS_n) begin
                    ns = IDLE;
                end
            end
        endcase
    end
    always @(posedge clk or negedge rst_n) begin
        if (!rst_n) begin
            rx_valid      <= 1'b0;
            rx_data       <= 10'b0;
            MISO          <= 1'b0;
            shift_reg     <= 10'b0;
            PREV_Read_ADD <= 1'b0;
            counter_1     <= 0;
        end else begin
            case (cs)
                IDLE, CHK_CMD: begin
                    if (SS_n) begin 
                        rx_valid      <= 1'b0;
                        rx_data       <= 10'b0;
                        MISO          <= 1'b0;
                        shift_reg     <= 10'b0;
                        counter_1     <= 0;
                        PREV_Read_ADD <= 1'b0;
                    end else begin
                        rx_valid      <= 1'b0;
                        rx_data       <= 10'b0;
                        MISO          <= 1'b0;
                        shift_reg     <= 10'b0;
                        counter_1     <= counter_1 + 1;
                    end
                end
                WRITE: begin
                    if (SS_n) begin
                        rx_valid      <= 1'b0;
                        rx_data       <= 10'b0;
                        MISO          <= 1'b0;
                        shift_reg     <= 10'b0;
                        counter_1     <= 0;
                        PREV_Read_ADD <= 1'b0;
                    end else begin
                        counter_1     <= counter_1 + 1;
                        PREV_Read_ADD <= 1'b0;
                        MISO          <= 1'b0;
                        if (counter_1 <= 12) begin
                            shift_reg <= {shift_reg[8:0], MOSI};
                            if (counter_1 == 11) begin
                                rx_valid <= 1'b1;
                                rx_data  <= {shift_reg[8:0], MOSI};
                            end
                        end 
                    end
                end
                READ_ADD: begin
                    if (SS_n) begin
                        rx_valid      <= 1'b0;
                        rx_data       <= 10'b0;
                        MISO          <= 1'b0;
                        shift_reg     <= 10'b0;
                        counter_1     <= 0;
                    end else begin
                        counter_1 <= counter_1 + 1;
                        MISO      <= 1'b0;
                        if (counter_1 <= 12) begin
                             shift_reg <= {shift_reg[8:0], MOSI};
                             if (counter_1 == 11) begin
                                 rx_valid      <= 1'b1;
                                 rx_data       <= {shift_reg[8:0], MOSI};
                                 PREV_Read_ADD <= 1'b1;
                             end
                        end 
                    end
                end
                READ_DATA: begin
                    if (SS_n) begin
                        rx_valid      <= 1'b0;
                        rx_data       <= 10'b0;
                        MISO          <= 1'b0;
                        shift_reg     <= 10'b0;
                        counter_1     <= 0;
                    end else begin
                        counter_1 <= counter_1 + 1;
                        if (counter_1 < 12) begin
                            MISO      <= 1'b0;
                            rx_valid  <= 1'b0;
                            shift_reg <= {shift_reg[8:0], MOSI};
                            if (counter_1 == 11) begin
                                rx_valid      <= 1'b1;
                                rx_data       <= {shift_reg[8:0], MOSI};
                                PREV_Read_ADD <= 1'b0;
                            end
                        end else begin
                            if (counter_1 == 13) begin
                                shift_reg <= {2'b00, tx_data};
                                MISO      <= tx_data[0];
                            end
                            if (counter_1 > 13 && counter_1 < 22) begin
                                MISO      <= shift_reg[0];
                                shift_reg <= {1'b0, shift_reg[9:1]};
                            end
                            if (counter_1 == 21) begin
                                rx_valid  <= 1'b0;
                                rx_data   <= 10'b0;
                                MISO      <= 1'b0;
                                shift_reg <= 10'b0;
                                counter_1 <= 0;
                            end
                        end
                    end
                end
            endcase
        end
    end
endmodule
module SPI_Wrapper (
    input   MOSI, 
    input   wclk, 
    input   wrst_n,
    input   SS_n,
    output          MISO
);
    parameter MEM_DEPTH = 256;
    parameter ADDR_SIZE = 8;
    wire          rxvalid;
    wire          txvalid;
    wire   [9:0]  rxdata;
    wire   [7:0]  txdata;
    SPI_SLAVE SPI (
        .MOSI(MOSI),
        .MISO(MISO),
        .SS_n(SS_n),
        .clk(wclk),
        .rst_n(wrst_n),
        .rx_data(rxdata),
        .rx_valid(rxvalid),
        .tx_valid(txvalid),
        .tx_data(txdata)
    );
    RAM #(MEM_DEPTH, ADDR_SIZE) Ram (
        .din(rxdata),
        .rx_valid(rxvalid),
        .dout(txdata),
        .tx_valid(txvalid),
        .clk(wclk),
        .rst_n(wrst_n)
    );
endmodule

===== flow/constraint.sdc =====
current_design SPI_Wrapper

set clk_period 13.8
set clk_io_pct 0.2

create_clock -name clk0 -period $clk_period [get_ports {wclk}]

set non_clock_inputs [all_inputs -no_clocks]
set_input_delay [expr $clk_period * $clk_io_pct] -clock clk0 $non_clock_inputs
set_output_delay [expr $clk_period * $clk_io_pct] -clock clk0 [all_outputs]

==> Changelog: implementation <==
### Metrics

- Synth Warn #: 3
- WP data required: 14.47 ns
- Die span in y: approximately 520 µm
- Power consumption: 13.6 mW
- First-pass GRT wire length: 815000 µm
- OpenROAD warnings: 29
- Hold_buf cts: 0
- Fin crit period: around 6.6 ns
- Resized Gates After CTS: 0
- Internal power: 10.7 mW
- Final ANT Viol Nets: 0
- Placed Cells: 8979
- Routability Congestion: about 1.2
- Max Cap Viol: 1
- CP endpoint kind: flop
- Final WL: 669000 µm
- Floorplan core density: between 30% and 40%
- Seq/Total Area, Yosys: 77.8%
- Critical path type: in2reg
- Chip Area, Yosys: 81500 µm²
- Worst IR drop on VDD: 0.106 mV
- Comb power frac: 0.2%
- Detailed Place HPWL: 487000 µm
- CP max FO: 43
- Switching share of power: a little over a fifth
- Crit path DAT: just over 7 ns
- Worst slew pin tran: 1.64 ns
- Gr busiest metal: met2
- Die Size: 274000 µm²
- RSZ-0062 raised after global routing: no
- CTS Sinks: 2124
- Area delta synth->final: 21.1%
- Largest registers: Ram.MEM x2048, SPI.counter_1 x32
- Largest net degree at the start of global routing: 87
- M3 GR Usage: 46.2%
- Wire per inst: 69.7 µm
- Slew Viols, Final: 3
- Worst Hold Depth: 2
- Seq cells post-synth: roughly 2100
- H-tree levels: 4
- Register name with the most flops: Ram.MEM
- Slew margin rel.: -9.12%
- Setup crit start kind: primary input
- Vias post-DR: 64800
- Hold_ws: 0.518 ns
- Final std cells w/o fill: 9604
- Syn avg cell area: 15.9 µm²
- Iteration-0 DRC Markers: about 8400
- R2R setup slack: 7.45 ns
- Endpoint with the worst hold slack: Ram.dout[3]$_DFFE_PN0P_
- # Post-CTS Setup Buffers: 0
- Final period util: 47.6%
- Die X: 523 µm
- Hold Crit Start: Ram.MEM[0][3]$_DFFE_PP_
- Global Route met2 Usage: 65.6%
- Post-route cell area: 98700 µm²
- Setup TNS: 0 ns
- Worst-Skew Late Latency: 1.00 ns
- CTS tree: yes
- Async S/R FF share, synth: 3.58%
- Initial antenna violation count: approximately 140
- Ys cells: slightly above 5000
- EDFF count, synth: 2048
- Yosys cell types: 78
- Max reg flops: 2048
- Clk_skew: 0.0748 ns
- Met1 GRT Util: 52.2%
- Drt pass-1 iters: 8
- FF-to-FF Start: Ram.ADDR[1]$_DFFE_PN0P_
- Num CTS Buffers: 241
- Vias per inst: 6.75
- Leak: ~31 nW
- Synthesized area: 81500 µm²
- CTS clk-pin slew, worst paths: 0.06 ns
- Final hold vios: 0
- Remaining DRCs: 0
- Placed Area: ~90000 µm²
- Port-buffer cells: 4
- Dominant synthesized flop cell: edfxtp_1
- Row count: 191
- Clk root buf: clkbuf_16
- I/O pin cnt: 5
- Gr ovfl total: 0
- Seq pwr share: 51.1%
- Total core area: 271000 µm²
- Maximum buffer depth of the clock tree: 4
- Cell count after synthesis: 5118
- Vias in the first global route: ~63000
- HP Class: reg2reg
- Fmax: around 150 MHz
- Failing checks: max-capacitance violations, max-slew violations
- Global Route Usage Sum: between 50% and 60%
- PwrDens: roughly 140 nW/µm²
- Share of layout cells above drive strength 1: 20.6%
- Clk pwr share: 48.7%
- Outcome: finished, violations left
- FF-to-FF path depth: 11
- End of the worst register-to-register path: Ram.dout[0]$_DFFE_PN0P_
- Switch Pwr: ~2.9 mW
- Final setup fails: 0
==> synth_stat cells, types with 7 or more instances <==
cell type,count,share of area [%]
a221oi_1,46,0.49
a22oi_1,400,3.7
nand4b_1,8,0.086
a32oi_1,157,1.7
a21oi_1,99,0.61
dfrtp_1,75,2.3
o211ai_1,17,0.16
a22o_1,82,0.88
and4b_1,9,0.11
nor3_1,80,0.49
nand3_1,491,3.0
edfxtp_1,2048,75
nand4_1,164,1.3
and3_1,59,0.45
o2bb2ai_1,7,0.075
xor2_1,15,0.16
a31oi_1,11,0.084
and4_1,15,0.16
o22ai_1,139,1.1
a32o_1,13,0.16
or4_1,32,0.29
a222oi_1,15,0.18
mux2i_1,10,0.12
o21ai_0,18,0.11
buf_1,85,0.39
buf_4,12,0.11
o22a_1,7,0.075
a2111oi_0,18,0.19
o2111ai_1,12,0.13
or4b_2,8,0.098
nor4_1,82,0.63
inv_1,11,0.051
nor4bb_1,10,0.12
mux2_2,18,0.25
nand4bb_1,10,0.14
nand2_1,118,0.54
nor2_1,337,1.6
xnor2_1,9,0.097
clkbuf_1,141,0.65
buf_2,156,0.96
==> cells in the final DEF, fill, tap and decap left out, types with 17 or more instances in the layout <==
master	Yosys	layout
a21oi_1	99	99
a221oi_1	46	45
a22o_1	82	82
a22oi_1	400	400
a32oi_1	157	156
and3_1	59	59
buf_4	12	674
bufinv_16	0	27
clkbuf_1	141	40
clkbuf_16	0	246
clkinv_1	0	58
clkinv_2	0	49
dfrtp_1	75	65
diode_2	0	180
edfxtp_1	2048	2048
mux2_2	18	18
nand2_1	118	118
nand3_1	491	491
nand4_1	164	164
nor2_1	337	327
nor3_1	80	30
nor3_2	0	48
nor4_1	82	64
nor4_2	1	18
o211ai_1	17	17
o21ai_0	18	17
o22ai_1	139	137
or4_1	32	32
==> cell type report <==
class | instances | area [µm²]
Antenna cell | 180 | 450
Clock buffer | 287 | 6320
Clock inverter | 157 | 1540
Fill cell | 25400 | 172000
Inverter | 11 | 41.3
Multi-Input combinational cell | 2584 | 17100
Sequential cell | 2124 | 63400
Tap cell | 3570 | 4470
Timing Repair Buffer | 691 | 5360
==> power by group through the flow <==
stage,clock network [mW],registers [mW],logic (mW)
4_1_cts,6.63,6.97,0.0323
6_report,6.64,6.97,0.0311
5_1_grt,6.84,6.97,0.0356
==> cells by family after synthesis <==
group	Yosys count	share of synthesized area [%]
compound gates	1073	9.95
xor+xnor	24	0.258
fa+ha+maj	3	0.0461
buf+inv	410	2.23
flops	2124	77.8
mux	28	0.371
simple gates	1456	9.37
==> worst max path at each step <==
stage | from | to | slack, ns | cells after the start
final | wrst_n | Ram.MEM[26][7]$_DFFE_PP_ | 7.23 | 7
after global routing | wrst_n | Ram.MEM[235][1]$_DFFE_PP_ | 7.24 | 7
after CTS | wrst_n | Ram.MEM[170][6]$_DFFE_PP_ | 7.58 | 6
==> metrics by stage <==
step / utilization, % / setup slack, ns
finish: 36.5 / 7.23
floorplan: - / 9.27
global placement: 33.4 / 6.59
CTS: 36.3 / 7.58
detailed placement: 33.4 / 6.58
global route: 36.4 / 7.24
==> worst max-delay path, cell delays in order <==
cell and delay (ns):
buf_4 0.40, buf_4 0.58, and4b_1 0.86, buf_4 0.46, nand2_1 0.95, nor2_1 0.83, buf_4 0.31
==> layer usage <==
layer | routed length, µm | vias to the layer above | share of wire [%]
li1 | - | 22400 | -
met1 | 193000 | 33200 | 29
met2 | 264000 | 7110 | 40
met3 | 134000 | 1942 | 20
met4 | 68000 | 165 | 10
met5 | 9400 | - | 1.4
Power figures rest on the tool's default switching activity, not on a simulated workload.
